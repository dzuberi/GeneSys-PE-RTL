`flow/config.mk`:
```
export PLATFORM = sky130hd
export DESIGN_NAME = tri_ported_fifo
export DESIGN_NICKNAME = tri_ported_fifo
export VERILOG_FILES = /design/flow/design.v
export SDC_FILE = /design/flow/constraint.sdc
export NUM_CORES = 4
export LEC_CHECK = 1
export CORE_UTILIZATION = 30
```
`flow/constraint.sdc`:
```
current_design tri_ported_fifo

set clk_period 81.9
set clk_io_pct 0.2

create_clock -name clk0 -period $clk_period [get_ports {clk}]

set non_clock_inputs [all_inputs -no_clocks]
set_input_delay [expr $clk_period * $clk_io_pct] -clock clk0 $non_clock_inputs
set_output_delay [expr $clk_period * $clk_io_pct] -clock clk0 [all_outputs]
```
`flow/design.v`:
```
`default_nettype none
module tri_ported_fifo #(
    parameter WIDTH = 64,
    parameter DEPTH = 24
)(
    input wire [WIDTH-1:0] data_in1,
    input wire [WIDTH-1:0] data_in2,
    input wire [WIDTH-1:0] data_in3,
    input wire clk,
    input wire rst,
    input wire write1,
    input wire write2,
    input wire write3,
    input wire read,
    output reg [WIDTH-1:0] data_out,
    output wire fifo_full,
    output wire fifo_empty
);
    reg [DEPTH*WIDTH-1:0] memory;
    reg [$clog2(DEPTH)-1:0] write_ptr;
    reg [$clog2(DEPTH)-1:0] read_ptr;
    initial begin
        write_ptr = 0;
        read_ptr = 0;
        if ( WIDTH <= 0 ) begin
            $error("%m ** Illegal condition **, you used %d WIDTH", WIDTH);
        end
        if ( DEPTH <= 0) begin
            $error("%m ** Illegal condition **, you used %d DEPTH", DEPTH);
        end
    end  
    assign fifo_empty   = ( write_ptr == 0 ) ? 1'b1 : 1'b0;
    assign fifo_full    = ( write_ptr == (DEPTH-1) ) ? 1'b1 : 1'b0;
    always @ (posedge clk) begin
        if ( write1 ) begin
            memory[write_ptr*WIDTH+:WIDTH] <= data_in1;
        end else if (write2) begin
            memory[write_ptr*WIDTH+:WIDTH] <= data_in1;
            memory[(write_ptr+1)*WIDTH+:WIDTH] <= data_in2;
        end else if (write3) begin
            memory[write_ptr*WIDTH+:WIDTH] <= data_in1;
            memory[(write_ptr+1)*WIDTH+:WIDTH] <= data_in2;
            memory[(write_ptr+2)*WIDTH+:WIDTH] <= data_in3;
        end
        if ( read ) begin
            data_out <= memory[read_ptr*WIDTH+:WIDTH];
        end
    end
    always @ ( posedge clk) begin
        if ( rst ) begin
          read_ptr <= 0;
          write_ptr <= 0;
        end
        else begin
        if ( write1 ) begin
            write_ptr <= write_ptr + 1;
        end else if (write2) begin
            write_ptr <= write_ptr + 2;
        end else if (write3) begin
            write_ptr <= write_ptr + 3;
        end
        if ( read && !fifo_empty) begin
            read_ptr <= read_ptr + 1;
        end
        end
    end
endmodule
```
`flow/run.sh`:
```
#!/bin/bash
# OpenROAD 26Q1-2900-gdf79404cd8, Yosys 0.63+post, stock flow scripts
make -C /OpenROAD-flow-scripts/flow DESIGN_CONFIG=/design/flow/config.mk WORK_HOME=/design/flow/orfs finish
```
==> Slide: Implementation Results <==
Key Metrics from the Run

Status
  – Status: finished, final reports clean

Finish
  – Layout area overhead: 12.4%
  – Flip-flop and latch area: 48300 µm²
  – Logic area: 51700 µm²
  – Fillers: 33400
  – Final instance area: 118000 µm²
  – Layout cells sized above 1: 0.151

Pwr
  – Sw Share: 0.331
  – Seq pwr share: 0.444
  – VDD IR-drop max: 0.0187 mV
  – Final Power: 3.37 mW
  – Power Density: 28.5 nW/µm²
  – Internal Pwr Total: 2.25 mW
  – Gate power share: 0.315
  – P_leak: 38.7 nW
  – Clk pwr share: 0.242
  – Sw Pwr: 1.11 mW

Synth
  – Post-Syn Instances: 9226
  – Post-synth ARST share: 0
  – Mapped cell area: 105000 µm²
  – Post-synth cell types: 88
  – Yosys cell count: 9226
  – YS chip area: 105000 µm²
  – Count of library flops with an enable pin: 1600
  – Seq share, synth: 0.460
  – Yosys warning count: 1
  – Mapped Avg Cell Area: 11.4 µm²
  – Synth Flop Type: edfxtp_1
  – Yosys reg bits: 1610

STA
  – Final slew viol count: 0
  – Fin crit period: 20.51 ns
  – Fin Setup TNS: 0 ns
  – Final hold vios: 0
  – RSZ-0062 raised after global routing: no
  – # setup viols final: 0
  – Worst-Margin Slew: 1.16 ns
  – Worst hold slack: 0.630 ns
  – Maximum operating frequency: 48.8 MHz
  – Tcrit/Tclk final: 0.250
  – Post-Route Skew: 0.0835 ns
  – Worst slew margin: 0.225

GRT
  – Global route overflow: 0
  – Largest net degree at the start of global routing: 135
  – Antenna violations before repair: 44
  – Global-route wire length before repair: 734 mm
  – Vias in the first global route: 96500
  – Overall routing resource usage: 0.306

CTS
  – Post_cts resized: 0
  – Clock transition at path regs: 0.06 ns
  – CTS tree: yes
  – TritonCTS Sinks: 1610
  – Root Buffer: clkbuf_16
  – Hold buffers post-CTS: 0
  – Late-Pin Clk Latency: 0.94 ns
  – Htree depth: 4
  – CTS Buf Count: 188
  – Max clock buf depth: 4
  – Post-CTS setup buffer count: 0

Drt
  – Residual DRC count: 0
  – Detail Route Antenna Nets: 0
  – Iteration-0 DRC Markers: 10300
  – Final wirelength: 528 mm
  – Vias per cell: 6.94
  – DR vias: 94200
  – DRT Pass-1 Iters: 7
  – Wire length per cell: 38.9 µm

Place
  – Post-DP Area: 112000 µm²
  – Port Buf Inserts: 263
  – Hpwl dp: 304 mm
  – Global placer's final weighted congestion: 1.01

Setup path
  – Setup CP Type: in -> reg
  – Crit path max fanout: 57
  – Reg2reg setup slack: 75.62 ns
  – Reg2reg path depth: 14
  – Worst Setup SP: write2
  – Crit start category: primary input
  – CP arrival: 21.04 ns
  – Req. time, crit path: 82.43 ns
  – Reg2Reg Launch Point: write_ptr[2]
  – CP endpoint: memory[624]
  – Crit Reg-Reg Endpoint: memory[1203]
  – Critical Path End Type: flop

Worst hold path
  – Hold WC Path Type: reg -> reg

Floorplan
  – Fp util: 0.302
  – Die height: 593 µm
  – I/O pin cnt: 264
  – Core Area: 347000 µm²
  – Chip area: 352000 µm²
  – Cell row count: 216
  – Chip width: 593 µm

Job
  – # Max-Cap Violations: 0
  – OpenROAD warning count: 63
## routing by layer
| metal | part of all wire | GRT usage | up-vias |
|---|---|---|---|
| li1 | - | - | 36200 |
| met3 | 0.20 | 0.256 | 2441 |
| met2 | 0.41 | 0.408 | 9629 |
| met5 | 0.0042 | 0.0530 | - |
| met1 | 0.31 | 0.322 | 45700 |
| met4 | 0.077 | 0.187 | 102 |
## flip-flops by register name, indices dropped and copies added, names as in the netlist
register,flops
memory,1536
data_out,64
read_ptr,5
write_ptr,5
## cells in the final DEF, fill, tap and decap left out, types with 55 or more instances in the layout
master,count
mux2_2,83
buf_4,441
o211ai_1,74
a221o_1,62
a32oi_1,265
nand2_1,896
clkbuf_16,189
clkdlybuf4s50_1,261
edfxtp_1,1600
o221ai_1,668
a311o_1,55
a22oi_1,383
and2_1,65
nand3_1,377
mux4_2,448
mux2i_1,1292
a21oi_1,259
o22ai_1,262
nor2_1,171
nor2b_1,71
inv_1,77
o21ai_0,449
## power by group through the flow
| stage | clock network (mW) | registers (mW) | logic [mW] |
|---|---|---|---|
| 4_1_cts | 0.811 | 1.49 | 1.03 |
| 5_1_grt | 0.839 | 1.53 | 1.12 |
| 6_report | 0.813 | 1.49 | 1.06 |
## final cells by class
type | instances | share of cell area
Antenna cell | 43 | 0.000912
Inverter | 80 | 0.00261
Clock inverter | 89 | 0.00551
Multi-Input combinational cell | 6198 | 0.438
Sequential cell | 1610 | 0.409
Timing Repair Buffer | 723 | 0.0536
Clock buffer | 240 | 0.0417
Tap cell | 4578 | 0.0485
## synth_stat cells, types with 5 or more instances
library cell | count | area share
o21ai_0 | 449 | 0.021
a221o_1 | 62 | 0.0059
a21o_1 | 6 | 0.00043
o21ai_1 | 36 | 0.0017
nand2b_1 | 5 | 0.00030
clkbuf_2 | 32 | 0.0015
inv_1 | 78 | 0.0028
and2_1 | 66 | 0.0039
or3_1 | 11 | 0.00066
nand3_1 | 384 | 0.018
ha_1 | 13 | 0.0015
nor4_1 | 8 | 0.00048
o22a_1 | 6 | 0.00050
edfxtp_1 | 1600 | 0.46
and3_1 | 11 | 0.00066
nor2_2 | 5 | 0.00030
buf_1 | 77 | 0.0028
xor2_1 | 7 | 0.00058
a211oi_1 | 7 | 0.00050
o22ai_1 | 262 | 0.016
nor3_1 | 32 | 0.0015
buf_6 | 6 | 0.00064
a32oi_1 | 265 | 0.022
buf_4 | 10 | 0.00072
or4_1 | 8 | 0.00057
a31oi_1 | 5 | 0.00030
clkbuf_1 | 955 | 0.034
mux2i_1 | 1292 | 0.12
a21oi_1 | 261 | 0.012
mux4_2 | 448 | 0.096
nand4_1 | 9 | 0.00054
a311o_1 | 55 | 0.0052
buf_2 | 258 | 0.012
o21a_1 | 18 | 0.0013
xnor2_1 | 8 | 0.00067
o211ai_1 | 74 | 0.0053
nor2_1 | 190 | 0.0068
a22oi_1 | 383 | 0.027
dfxtp_1 | 10 | 0.0019
mux2_2 | 83 | 0.0089
o221ai_1 | 668 | 0.056
nor2b_1 | 71 | 0.0042
nand2_1 | 913 | 0.033
## worst max-delay path, stage by stage
cell and delay [ns]:
clkdlybuf4s50_1 0.46, buf_4 0.37, or3_4 0.74, buf_4 0.76
buf_4 0.66, buf_4 0.77, buf_4 0.61
## through the flow
stage                     worst slack, ns  instances  utilization
after floorplan                     28.58       9226            -
after global routing                61.31      13500        0.340
after detailed placement            60.60      13200        0.324
after global placement              60.63      13200        0.324
final                               61.39      13600        0.340
after CTS                           61.51      13500        0.340
## cells by family after synthesis
family                   count (synthesis)  share of synthesized area
XOR/XNOR                                18                    0.00178
multiplexers                          1823                      0.228
AND-OR/OR-AND                         2608                      0.181
buffers and inverters                 1418                     0.0550
AND/OR/NAND/NOR                       1736                     0.0729
flip-flops                            1610                      0.460
adder cells (fa/ha/maj)                 13                    0.00155
## how the worst min path moves through the flow
stage / start / to / slack [ns] / depth (start not counted)
after CTS: memory[595] / memory[595] / 0.63 / 2
after global routing: memory[603] / memory[603] / 0.65 / 2
final: memory[597] / memory[597] / 0.63 / 2
Power figures rest on the tool's default switching activity, not on a simulated workload.
